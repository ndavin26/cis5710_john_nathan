==> ./design.v <==
`timescale 1ns / 1ns
module DividerUnsigned (
    input  wire [31:0] i_dividend,
    input  wire [31:0] i_divisor,
    output wire [31:0] o_remainder,
    output wire [31:0] o_quotient
);
    genvar i;
    logic [31:0] stage_dividend [32:0];
    logic [31:0] stage_remainder [32:0];
    logic [31:0] stage_quotient [32:0];
    assign stage_remainder[0] = 32'h0;
    assign stage_quotient[0] = 32'h0;
    assign stage_dividend[0] = i_dividend;
    assign o_remainder = stage_remainder[32];
    assign o_quotient = stage_quotient[32];  
    generate
        for (i=0; i<32; i++) begin : gen_dividers
            DividerOneIter DOI(
                .i_dividend(stage_dividend[i]),
                .i_divisor(i_divisor),
                .i_remainder(stage_remainder[i]),
                .i_quotient(stage_quotient[i]),
                .o_dividend(stage_dividend[i+1]),
                .o_remainder(stage_remainder[i+1]),
                .o_quotient(stage_quotient[i+1])
            );
        end
    endgenerate
endmodule
module DividerOneIter (
    input  wire [31:0] i_dividend,
    input  wire [31:0] i_divisor,
    input  wire [31:0] i_remainder,
    input  wire [31:0] i_quotient,
    output wire [31:0] o_dividend,
    output wire [31:0] o_remainder,
    output wire [31:0] o_quotient
);
    wire [31:0] remainder_temp;
    assign remainder_temp = {i_remainder[30:0], i_dividend[31]};  
    assign o_quotient = (remainder_temp < i_divisor) ? {i_quotient[30:0], 1'b0} : {i_quotient[30:0], 1'b1};
    assign o_remainder = (remainder_temp < i_divisor) ? remainder_temp : (remainder_temp - i_divisor);
    assign o_dividend = {i_dividend[30:0], 1'b0};
endmodule
==> ./run.sh <==
#!/bin/bash
# OpenROAD 26Q1-2900-gdf79404cd8, Yosys 0.63+post, stock flow scripts
make -C /OpenROAD-flow-scripts/flow DESIGN_CONFIG=/design/flow/config.mk WORK_HOME=/design/flow/orfs finish
==> ./config.mk <==
export PLATFORM = sky130hd
export DESIGN_NAME = DividerUnsigned
export DESIGN_NICKNAME = DividerUnsigned
export VERILOG_FILES = /design/flow/design.v
export SDC_FILE = /design/flow/constraint.sdc
export NUM_CORES = 4
export LEC_CHECK = 1
export CORE_UTILIZATION = 30
==> ./constraint.sdc <==
current_design DividerUnsigned

set clk_period 212.3
set clk_io_pct 0.2

create_clock -name clk0 -period $clk_period

set non_clock_inputs [all_inputs -no_clocks]
set_input_delay [expr $clk_period * $clk_io_pct] -clock clk0 $non_clock_inputs
set_output_delay [expr $clk_period * $clk_io_pct] -clock clk0 [all_outputs]
==> changes_impl.md <==
## Flow update

- Hold buffers post-CTS: 0
- CP Capture Point: o_remainder[16]
- Site row count: 166
- Worst endpoint data arrival time: 154.25 ns
- Worst-margin pin slew: 1.243 ns
- DRT Pass-1 Iters: 6
- Synth Area per Inst: 6.706 um2
- Iter 0 DRT Violations: 7553
- XOR Share, Synth: 0.09839
- Final Util: 0.3273
- FP Core Util: 0.3028
- Syn Inst Count: 9265
- Register Area: 0 um2
- AND/OR/NAND/NOR Cells, Area Fraction: 0.2348
- Via density: 6.098
- Clock buffer count: 0
- Worst Setup Start Kind: input pin
- CP Depth: 398
- DP HPWL: 229600 um
- Busiest grt layer: met2
- Stage-log warning count: 32
- Setup TNS: 0 ns
- Largest delay share family, worst path: AND-OR/OR-AND gates
- Area of the mapped netlist: 0.06213 mm2
- Chip Width: 457.1 um
- Ao+oa area frac: 0.3898
- Largest cells by area after synthesis: ha_1 20%, a21oi_1 7.0%, xnor2_1 6.1%
- Met2 Usage GRT: 0.3963
- Comb area leader: AND-OR/OR-AND gates
- Unrepaired setup endpoints after global routing: false
- Slew headroom: 0.1584
- Antenna-violating nets left: 0
- CP Max Fanout: 50
- Hold Path Class: in2out
- Die y size: 457.1 um
- YS warnings: 7
- Pins over their slew limit: 0
- Largest net degree at the start of global routing: 53
- Mux share of post-synthesis cell area: 0.02268
- Final setup viols: 0
- All-layer global routing usage: 0.2604
- Die Size: 0.2089 mm2
- Post-CTS Resized: 0
- Per-cell routed wire length: 23.39 um
- Post-CTS Setup Inserts: 0
- Min Tclk post-route: 196.71 ns
- Initial antenna violation count: 9
- Logic area: 0.05952 mm2
- Setup crit end kind: output port
- Pre-CTS setup slack: 19.07 ns
- Vias in the first global route: 66330
- Port Buf Inserts: 128
- YS chip area: 0.06213 mm2
- Sequential cell area fraction in the yosys report: 0
- Highest clock rate: 5.084 MHz
- Final WL: 280900 um
- Data required, critical path: 169.84 ns
- Placer Congestion: 1.095
- Worst path bufs/invs: 73
- Crit path largest cell delay: 1.07 ns
- I/O Pins: 128
- Yosys cell count: 9265
- Critical Path Source: i_dividend[31]
- Core area: 0.2052 mm2
- Layout cell share with drive strength beyond 1: 0.05880
- Via count: 73230
- Outcome: completed
- WS Path Type: in2out
- Hold slack: 85.93 ns
- Layout area overhead: 8.111%
- M1 GR Usage: 0.3680
- GR Overflow Total: 0
- Filler Cell Count: 21820
- Slowest-stage cell, CP: o31ai_1
- Setup ws final: 15.59 ns
- Final hold vios: 0
- Flop count: 0
- Cycle use final: 0.9266
- Max_cap viols: 0
- Cell variety after synth: 123
- Crit-path most repeated cell: ha_1
- Met3 Use GR: 0.03801
- Adder Area Share: 0.2102
- Residual DRC: 0
- Synth area leader: ha_1
- Max-area cell share: 0.2002
- Global-route wire length before repair: 415700 um
-- layer usage --
metal	share of wire	vias up
met1	0.44	34340
met3	0.084	586
met2	0.42	3334
li1	-	34960
met4	0.049	6
met5	0.00016	-
-- kinds of logic (layout without fill, tap and decap cells) --
family	after synthesis	after routing
xor gates and xnor gates	698	698
adders and majority gates	1025	1025
other	1	16
muxes	129	129
AOI/OAI and AO/OA	3591	3591
buffers and inverters	712	753
and+or+nand+nor	3109	3109
-- synthesized netlist by cell type (all sizes together) (122+ instances only) --
library cell	instances
xor2	263
nor2b	122
clkbuf	164
nand2	992
a31oi	166
xnor2	435
inv	451
ha	994
nand2b	135
a21o	388
o21a	291
nor2	879
nor3	209
a21oi	866
nand3	188
o21ai	691
-- layout make-up --
| class | count | area share |
|---|---|---|
| Multi-Input combinational cell | 8567 | 0.8862 |
| Tap cell | 2688 | 0.05007 |
| Inverter | 451 | 0.02528 |
| Timing Repair Buffer | 302 | 0.03846 |
| Antenna cell | 1 | 0.00003725 |
-- layout by cell type (no fill, tap or decap), types with 113 or more instances in the layout --
cell type,count
ha_1,994
nand2_1,990
nor2_1,871
a21oi_1,862
o21ai_0,650
xnor2_1,435
inv_1,394
a21o_1,388
o21a_1,290
xor2_1,263
nor3_1,204
nand3_1,188
buf_4,174
a31oi_1,163
nand2b_1,135
clkdlybuf4s50_1,126
nor2b_1,121
or3_1,116
o211ai_1,113
-- through the flow --
stage,cell area [um2],std cells
finish,67170,12010
global route,67170,12010
CTS,67170,12010
detailed placement,67170,12010
global placement,67160,12010
floorplan,62180,9279
-- worst min-delay path by stage --
stage	start	to	slack [ns]	cells after the start
4_1_cts	i_dividend[0]	o_remainder[0]	85.94	4
5_1_grt	i_dividend[0]	o_remainder[0]	85.96	4
6_report	i_dividend[0]	o_remainder[0]	85.93	4
